[flow/design.v]
module position(
	clk, 
	reset,
	player_1_y,
	player_2_y, 
	ball_x,
	ball_y,
	btnU, 
	btnD,
	player_1_point,
	player_2_point,
	state,
	btnR,
	btnL
	);
localparam NEW_GAME	=   4'b0001;
localparam PLAY		=   4'b0010;
localparam NEW_BALL	=   4'b0100;
localparam GAME_OVER	=   4'b1000;
input clk;
input reset;
input btnU;
input btnD;
input btnL;
input btnR;
input [3:0] state;
output reg [9:0] player_1_y;
output reg [9:0] player_2_y;
output reg [9:0] ball_x;
output reg [9:0] ball_y;
output reg player_1_point;
output reg player_2_point;
reg ball_delta_x;
reg ball_delta_y;
reg [27:0]	DIV_CLK;
parameter ball_radius = 5;
parameter player_height = 40;
parameter player_width = 5;
parameter screen_width = 640;
parameter screen_height = 480;
parameter player_1_x = 40;
parameter player_2_x = 600;
always @ (posedge clk, posedge reset)  
	begin : CLOCK_DIVIDER
	  if (reset)
			DIV_CLK <= 0;
	  else
			DIV_CLK <= DIV_CLK + 1'b1;
	end	
assign	button_clk = DIV_CLK[18];
always @(posedge button_clk)
	begin
		if(reset || (state==NEW_GAME) || (state==NEW_BALL))
			player_1_y <= screen_height/2;
		else if(btnD && ~btnL)
			player_1_y<=player_1_y+2;
		else if(btnL && ~btnD)
			player_1_y<=player_1_y-2;
	end
always @(posedge button_clk)
	begin
		if(reset || (state==NEW_GAME) || (state==NEW_BALL))
			player_2_y <=screen_height/2;
		else if(btnR && ~btnU)
			player_2_y<=player_2_y+2;
		else if(btnU && ~btnR)
			player_2_y<=player_2_y-2;	
	end
always @(posedge clk)
	begin
		if(reset || (state == NEW_GAME) || (state == NEW_BALL))
			begin
				player_1_point <= 1'b0;
				player_2_point <= 1'b0;
				ball_delta_x <= 1'b1;
				ball_delta_y <= 1'b1;
			end
		else 
			begin
				if(ball_x - ball_radius == 0)
					player_2_point <= 1;
				else if(ball_x + ball_radius == screen_width)
					player_1_point <= 1;
				if(
				(ball_x - ball_radius == 20) && 
				((ball_y < player_1_y + player_height/2) && (ball_y > player_1_y - player_height/2))
				)
					ball_delta_x <= 1'b0;
				else if(
				(ball_x + ball_radius == 620) && 
				((ball_y < player_2_y + player_height/2) && (ball_y > player_2_y - player_height/2))
				)
					ball_delta_x <= 1'b1;
				if(ball_y - ball_radius == 0 )
					ball_delta_y <= 1'b0;
				else if(ball_y + ball_radius == screen_height)
					ball_delta_y <= 1'b1;
			end
	end
always @(posedge button_clk)
		begin
			if(state==PLAY)
				begin
					if(ball_delta_y)
						ball_y <= ball_y - 1'b1;
					else
						ball_y <= ball_y + 1'b1;
					if(ball_delta_x)
						ball_x <= ball_x - 1'b1;
					else
						ball_x <= ball_x + 1'b1;
				end
			else 
				begin
					ball_x <= screen_width/2;
					ball_y <= screen_height/2;
				end
		end
endmodule
[flow/run.sh]
#!/bin/bash
# OpenROAD 26Q1-2900-gdf79404cd8, Yosys 0.63+post, stock flow scripts
make -C /OpenROAD-flow-scripts/flow DESIGN_CONFIG=/design/flow/config.mk WORK_HOME=/design/flow/orfs finish
[flow/config.mk]
export PLATFORM = sky130hd
export DESIGN_NAME = position
export DESIGN_NICKNAME = position
export VERILOG_FILES = /design/flow/design.v
export SDC_FILE = /design/flow/constraint.sdc
export NUM_CORES = 4
export LEC_CHECK = 1
export CORE_UTILIZATION = 30
[flow/constraint.sdc]
current_design position

set clk_period 2.8
set clk_io_pct 0.2

create_clock -name clk0 -period $clk_period [get_ports {clk}]

set non_clock_inputs [all_inputs -no_clocks]
set_input_delay [expr $clk_period * $clk_io_pct] -clock clk0 $non_clock_inputs
set_output_delay [expr $clk_period * $clk_io_pct] -clock clk0 [all_outputs]
==> flow_metrics.py <==
# Flow results
metrics = {
    "clock_tree": {
        "cts_max_level": 1,
        "clockRootBuffer": "clkbuf_16",
        "clkLatencyLatePin_ns": 0.25,
        "post_cts_resized": 0,
        "ctsHoldBuffers": 0,
        "post_cts.repair.setup_buffers": 0,
        "cts_made_buffers": 3,
        "clock_path_buffers": 2,
        "cts.clk_slew.worst_paths_ns": 0.06,
        "cts_tree": "yes",
    },
    "routing": {
        "vias_per_cell": 4.92,
        "wl_mm": 11.0,
        "ant_nets": 0,
        "n_antenna_cell": 0,
        "vias": 4051,
        "drtIter0Drc": 123,
        "wire_per_inst_um": 13.4,
        "dr.pass1.iters": 4,
        "drc": 0,
    },
    "final_layout": {
        "seqCellArea_mm2": 0.00132,
        "final_util": 0.357,
        "drive_gt1_frac": 0.0329,
        "area_delta_synth_final_pct": 16.4,
        "lay_top_count": "ha_1",
        "mi_logic_area_mm2": 0.00336,
        "fill_cells": 1590,
        "most-common-layout-cells": "ha_1 (69), nor2_1 (57), clkdlybuf4s50_1 (49), nand2_1 (43), dfxtp_1 (42)",
    },
    "placement": {
        "gp_congestion": 0.876,
        "hpwl_mm": 8.60,
        "io_buffers": 49,
    },
    "pwr": {
        "p_sw_uw": 192,
        "clkPwrFrac": 0.380,
        "sequentialPowerShare": 0.426,
        "ir_drop_v": 0.000296,
        "powerDensity_mw_per_mm2": 139,
        "swShare": 0.244,
        "p_leak_uw": 0.00227,
        "p_int_uw": 593,
        "combinationalPowerShare": 0.194,
    },
    "yosys": {
        "syn-cell-area_mm2": 0.00486,
        "ys_types": 59,
        "syn_area_per_cell_um2": 8.56,
        "yosysWarnings": 2,
        "synthFlopType": "dfxtp_1",
        "ys_area_mm2": 0.00486,
        "seq_area_frac_synth": 0.271,
        "synthCells": 568,
        "numSynthFlops": 61,
        "edf_count": 0,
        "synth-async-reset-ratio": 0.311,
        "yosysCellCount": 568,
    },
    "timing": {
        "fmax_mhz": 513,
        "fin_skew_ns": 0.00355,
        "unclocked_pins": 38,
        "setup-violations-final": 0,
        "untimed_endpoints": 76,
        "finalHoldViolCount": 0,
        "relSlewSlack": 0.603,
        "post-route-min-period_ns": 1.95,
        "finalCritPeriodShare": 0.696,
        "fin_tns_setup_ns": 0,
        "worst_slew_pin_slew_ns": 0.595,
        "rsz0062_at_grt": "false",
        "drv_slew": 0,
    },
    "grt": {
        "grt_pass1_vias": 3784,
        "overflow": 0,
        "busiest_layer": "met2",
        "grt_pass1_wl_mm": 18.6,
        "antenna_found_initial": 0,
        "grtUsageTotal": 0.140,
        "grt_max_degree": 39,
        "globalRouteMet1Util": 0.212,
        "met3_usage": 0.0122,
        "grt_use_met2": 0.228,
    },
    "flow_run": {
        "warnings": 27,
        "cap_violations": 0,
    },
    "critical_path": {
        "cp_max_fo": 3,
        "rr_startpoint": "DIV_CLK[2]",
        "required_ns": 2.94,
        "rr_worst_depth": 6,
        "cp.arrival_ns": 2.09,
        "crit_path_start_kind": "primary input",
        "endpoint_kind": "flop",
        "ff2ff_setup_slack_ns": 1.17,
        "crit_type": "primary input to flop",
        "worstReg2RegEnd": "DIV_CLK[17]",
    },
    "die": {
        "die_area_mm2": 0.0167,
        "die-height_um": 129,
        "io_pins": 52,
        "chipWidth_um": 129,
        "fp_util": 0.307,
        "rows": 46,
        "core-area_mm2": 0.0158,
    },
    "min_path": {
        "hp-class": "flop to flop",
        "hp-start": "DIV_CLK[5]",
        "min_path_cells": 1,
        "worst_hold_path.endpoint": "DIV_CLK[5]",
    },
    "status": {
        "status": "complete, no violations",
    },
}
## critical path: stages
cell             delay [ns]
clkdlybuf4s50_1        0.45
xor2_1                 0.20
nand2_1                0.08
nand2_1                0.07
a2111oi_0              0.31
nand4_1                0.16
o31a_1                 0.26
## synth_stat cells, drive strengths merged, types with 7 or more instances
cell type	instances	area, µm²
a211oi	12	90.1
a21oi	28	148
buf	7	36.3
clkbuf	13	48.8
dfrtp	19	475
dfxtp	42	841
ha	69	863
inv	28	105
nand2	43	161
nand3	16	80.1
nand4	8	50.1
nor2	59	226
nor2b	10	62.6
nor3	17	90.1
o211ai	10	75.1
o21a	8	60.1
o21ai	33	165
xnor2	36	315
xor2	37	324
## layout make-up
cell class              count  share of cell area
well taps                 216              0.0478
multi-input cells         460               0.594
flip-flops and latches     61               0.233
clock buffers               4              0.0139
repair buffers             54              0.0934
inverters                  28              0.0186
## stage by stage
stage	total power [µW]	hold WS [ns]	instances	worst slack [ns]	cell area, µm²
after floorplan	453	0.413	569	0.944	4860
after global placement	489	0.455	819	0.671	5580
after detailed placement	493	0.451	819	0.600	5580
after CTS	793	0.463	823	0.852	5660
after global routing	824	0.481	823	0.713	5660
final	785	0.459	823	0.851	5660
## power by group through the flow
stage,registers [µW],clock network (µW),logic [µW]
final,334,299,152
after global routing,334,318,173
after CTS,334,305,154
## registers in the layout (all words and copies together) (netlist names)
signal / cells
ball_delta_y: 1
ball_x: 10
DIV_CLK: 19
player_1_y: 9
player_2_y: 9
ball_y: 10
ball_delta_x: 1
player_1_point: 1
player_2_point: 1
## cell families (layout without fill, tap and decap cells)
group           count (synthesis)  in the layout  synth area share
fa+ha+maj                      73             73             0.194
xor+xnor                       73             73             0.132
buf+inv                        48             86            0.0391
flops                          61             61             0.271
simple gates                  183            183             0.185
other cells                     1              2          0.000772
mux                             4              4           0.00824
compound gates                125            125             0.170
## metal layers
layer,routed length [µm],part of all wire
met1,5690,0.52
met2,4990,0.45
met3,293,0.027
met4,55,0.0050
met5,0,0
## worst max path at each step
| stage | startpoint | end | slack, ns | cells after the start |
|---|---|---|---|---|
| after CTS | state[0] | ball_delta_x | 0.85 | 7 |
| after global routing | state[0] | ball_delta_x | 0.71 | 7 |
| final | state[0] | ball_delta_x | 0.85 | 7 |
No activity file was given, so power comes from the tool's default toggle rates.
