==> flow/design.v <==
`timescale 1ns / 1ps
module vga_pos_input(clk, inDisplayArea, R, G, B, CounterY, CounterX, position_x_p1, position_y_p1, position_x_p2, position_y_p2, position_ball_x, position_ball_y);
	input [9:0] CounterY;
	input [9:0] CounterX;
	input clk;
	input inDisplayArea;
	input [9:0] position_x_p1, position_y_p1, position_x_p2, position_y_p2, position_ball_x, position_ball_y; 
	output R, G, B;
	assign R = ((CounterY >=(position_y_p1-20) && CounterY <=(position_y_p1+20) && CounterX <= position_x_p1) || 
	(CounterY >=(position_y_p2-20) && CounterY <=(position_y_p2+20) && CounterX >= position_x_p2) || 
	(CounterY >= (position_ball_y-5) && CounterY <= (position_ball_y+5) && CounterX >= (position_ball_x-5) && CounterX <= (position_ball_x+5)));
	assign G = R;
	assign B = R;
endmodule
==> flow/run.sh <==
#!/bin/bash
# OpenROAD 26Q1-2900-gdf79404cd8, Yosys 0.63+post, stock flow scripts
make -C /OpenROAD-flow-scripts/flow DESIGN_CONFIG=/design/flow/config.mk WORK_HOME=/design/flow/orfs finish
==> flow/config.mk <==
export PLATFORM = sky130hd
export DESIGN_NAME = vga_pos_input
export DESIGN_NICKNAME = vga_pos_input
export VERILOG_FILES = /design/flow/design.v
export SDC_FILE = /design/flow/constraint.sdc
export NUM_CORES = 4
export LEC_CHECK = 1
export CORE_UTILIZATION = 50
==> flow/constraint.sdc <==
current_design vga_pos_input

set clk_period 5.0
set clk_io_pct 0.2

create_clock -name clk0 -period $clk_period

set non_clock_inputs [all_inputs -no_clocks]
set_input_delay [expr $clk_period * $clk_io_pct] -clock clk0 $non_clock_inputs
set_output_delay [expr $clk_period * $clk_io_pct] -clock clk0 [all_outputs]
==> qor.csv <==
stage,metric,value,unit
die,Pre-Place Util,52.1,%
finish,Post-Route Utilization,75.4,%
finish,Comb area,0.00325,sq mm
min_path,Min-Delay Path Class,in -> out,
power_and_ir_drop,Design Power,0.458,mW
grt,vias in the first global route,3094,
timing,cycle use final,97.6,%
timing,Final Hold Viols,0,
synthesis,Yosys Chip Area,0.00331,sq mm
die,Ports,85,
placement,DP Wirelength,7.21,mm
detailed_routing,final WL,8.48,mm
detailed_routing,DRC viols,0,
finish,layout cells sized above 1,18.4,%
detailed_routing,diode count,0,
detailed_routing,DR vias,3404,
die,num rows,29,
finish,register area,0,sq um
power_and_ir_drop,maximum VDD drop,74.1,uV
grt,initial antenna violation count,0,
setup_path,Crit Path Class,in -> out,
power_and_ir_drop,cell internal pwr,0.243,mW
finish,Area Overhead vs Synth,44.9,%
placement,Area after DPL,0.00454,sq mm
setup_path,CP endpoint kind,output port,
synthesis,synthesized area,0.00331,sq mm
finish,Flop Count,0,
finish,final non-filler cell total,627,
clock_network,CTS Hold Bufs,0,
finish,Fill cells,458,
setup_path,Worst path max stage delay,570,ps
synthesis,"Seq share, synth",0,%
power_and_ir_drop,combinational fraction of design power,100.0,%
finish,CLK BUF,0,
synthesis,# Cells Yosys,428,
timing,worst-margin pin slew,411,ps
detailed_routing,Detail Route Antenna Nets,0,
setup_path,"slowest stage cell, crit path",or4_4,
power_and_ir_drop,switching share of total power,47.0,%
power_and_ir_drop,leak pwr,2.30,nW
synthesis,"Avg Cell Area, Syn",7.73,sq um
finish,Top Layout Cells,"ha_1 (97), clkdlybuf4s50_1 (63), buf_4 (55)",
timing,slew margin rel.,72.5,%
die,Core Box Area,0.00635,sq mm
setup_path,Crit path arrival time,3880,ps
grt,first-pass GRT wire length,13.8,mm
die,DIE WIDTH,83.3,um
power_and_ir_drop,Pwr Density,95.6,mW/mm^2
placement,port bufs,83,
power_and_ir_drop,part of the power in registers,0,%
detailed_routing,Via density,5.43,
detailed_routing,Routed WL per cell,13.5,um
synthesis,Post-Syn Instances,428,
setup_path,Critical Path RT,4000,ps
die,die height,83.3,um
finish,most frequent logic cell in the layout,ha_1,
power_and_ir_drop,clock share of power,0,%
job,tool warnings,39,
placement,Placer Congestion,0.879,
setup_path,CP Launch Type,input pin,
job,max_cap viols,0,
grt,largest net degree at the start of global routing,9,
setup_path,crit-path cells,"clkdlybuf4s50_1, or4_4, xor2_1, ha_1, nand4_1, a211o_1, a221oi_4, a211o_1, clkdlybuf4s50_1",
detailed_routing,DRT Pass-1 Iters,4,
synthesis,yosys warns,0,
grt,gr usage total,23.9,%
detailed_routing,Initial DRC Count,100,
timing,final setup vio count,0,
synthesis,distinct cell type count after synthesis,52,
setup_path,critical path peak fanout,4,
timing,fin crit period,4880,ps
status,status,completed,
grt,total grt overflow,0,
power_and_ir_drop,Switch Pwr,0.216,mW
die,DIE AREA,0.00694,sq mm
timing,unrepaired setup endpoints after global routing,no,
timing,fmax,205,MHz
placement,placed cell count,624,
timing,"Slew Viols, Final",0,
finish,cell area after layout,0.00479,sq mm
[kinds of logic (layout without fill, tap and decap cells)]
family / count (synthesis) / count (layout) / synth area share (%)
adders and majority gates: 100 / 100 / 37.8
AOI/OAI and AO/OA: 107 / 107 / 22.4
buffers and inverters: 58 / 180 / 7.72
xor gates and xnor gates: 56 / 56 / 14.8
and+or+nand+nor: 107 / 107 / 17.3
[Yosys cell counts, types with 3 or more instances]
master / instances / area [sq um]
ha_1: 100 / 1250
inv_1: 38 / 143
xor2_1: 32 / 280
nor2_1: 26 / 97.6
a21oi_1: 25 / 125
xnor2_1: 24 / 210
nand2_1: 23 / 86.3
o21ai_0: 19 / 95.1
nand4_1: 10 / 62.6
buf_2: 9 / 45.0
a21o_1: 8 / 60.1
nand2b_1: 8 / 50.1
nand3_1: 7 / 35.0
nor2b_1: 7 / 43.8
nor3_1: 7 / 35.0
o21ai_1: 7 / 35.0
a2111oi_0: 5 / 43.8
a211o_1: 5 / 43.8
a211oi_1: 5 / 37.5
clkbuf_1: 5 / 18.8
o2111ai_1: 5 / 43.8
a31oi_1: 4 / 25.0
nor4_1: 4 / 25.0
o211ai_1: 4 / 30.0
o21a_1: 4 / 30.0
buf_4: 3 / 22.5
o221ai_1: 3 / 26.3
[final cells by class]
cell class	count	share of cell area, %
well taps	77	2.01
inverters	39	3.06
multi-input cells	370	67.8
repair buffers	141	27.1
[metrics by stage]
step | hold WS [ps] | setup TNS (ps) | setup slack (ps)
3_3_place_gp | 3540 | -782 | -262
2_1_floorplan | 2330 | 0 | 801
4_1_cts | 3550 | 0 | 5.12
6_report | 3360 | 0 | 118
3_5_place_dp | 3540 | -747 | -254
5_1_grt | 3460 | 0 | 9.28
[timing repair]
action,in CTS,in global routing
endpoints found under the setup margin,3,3
pin swaps,9,18
buffers inserted,2,2
resized,25,41
cloned,0,0
[path summary, 6_finish.rpt]
kind / endpoint / startpoint / depth (start not counted)
setup / recovery: R / position_y_p1[7] / 9
hold / removal: B / position_y_p1[5] / 6
[per-layer routing]
metal / track usage (%) / share of wire, % / vias to the layer above
met5: 0 / 0 / -
met4: 0.470 / 0 / 0
met3: 0.706 / 4.4 / 0
met2: 38.0 / 42 / 62
met1: 38.2 / 53 / 1510
li1: - / - / 1832
[power by group through the flow]
stage,sequential [mW],clock [mW],combinational (mW)
6_report,0,0,0.458
5_1_grt,0,0,0.514
4_1_cts,0,0,0.435
[critical path: cells and delay by family]
family	cells	cell delay [ps]
compound gates	3	780
xor+xnor	1	160
fa+ha+maj	1	320
buf+inv	2	950
simple gates	2	670
Power figures rest on the tool's default switching activity, not on a simulated workload.
